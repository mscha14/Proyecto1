## ./constraint.sdc

```tcl
current_design FSM_UPROGRAMADA

set clk_period 5.7
set clk_io_pct 0.2

create_clock -name clk0 -period $clk_period [get_ports {CLK}]

set non_clock_inputs [all_inputs -no_clocks]
set_input_delay [expr $clk_period * $clk_io_pct] -clock clk0 $non_clock_inputs
set_output_delay [expr $clk_period * $clk_io_pct] -clock clk0 [all_outputs]
```

## ./run.sh

```bash
#!/bin/bash
# OpenROAD 26Q1-2900-gdf79404cd8, Yosys 0.63+post, stock flow scripts
make -C /OpenROAD-flow-scripts/flow DESIGN_CONFIG=/design/flow/config.mk WORK_HOME=/design/flow/orfs finish
```

## ./design.v

```verilog
`timescale 1ns / 1ps
module FSM_UPROGRAMADA(CLK,rst,G,T,CC,B,S1,S2,S3  
    );
input CLK,rst, G, T, CC, B;
output [6:0] S1;  
output [3:0] S2;  
output [2:0] S3;  
wire [2:0] sel_mux;
wire Load;
wire [4:0] dir_salto, estado_actual;
wire clk1;
div_sec divisor_frecuecia(CLK,clk1,rst);
mux_6x1 mux_condiciones({1'b1,1'b0,G,T,CC,B}, sel_mux, Load);
contador_5bits contador(clk1,dir_salto,rst, Load, estado_actual);
MEM_uPROGRAMA memoria(estado_actual, {sel_mux, dir_salto, S1, S2, S3});
endmodule
`timescale 1ns / 1ps
module contador_5bits(CLK,  IN, rst,Load, OUT
    );
	input CLK,rst;
	input [4:0] IN;
	input Load;
	output reg [4:0] OUT;
	always @ (posedge CLK or posedge rst)
		if(rst)
			OUT <= 0;
		else if(Load)
			OUT <= IN;
		else
			OUT <= OUT + 1'b1;
endmodule 
`timescale 1ns / 1ps
module div_sec (ck, freq,rst);
	input ck;
	input rst;
	output freq;
	reg [24:0] rcont;
	reg  rfreq;
assign freq = rfreq;
	always @(posedge ck, posedge rst)
	begin
	if(rst) begin
		rcont <= 0;
		rfreq <= 0; end
	else
	begin
		rcont <= rcont+1'b1;
		rfreq <= rfreq;
		if(rcont==25_000_000)
			begin
				rcont <= 0; 
				rfreq <=~rfreq;
			end
	end
		end
endmodule
`timescale 1ns / 1ps
module MEM_uPROGRAMA(DIR, SALIDAS);
	input [4:0] DIR;
	output reg [21:0] SALIDAS;
	always @ (DIR)
	case(DIR)
			5'b00000:	SALIDAS = 22'b001_00000_1001111_1110_000;
			5'b00001:	SALIDAS = 22'b010_00111_0010010_1110_000;
			5'b00010:	SALIDAS = 22'b011_10110_0000110_1110_000;
			5'b00011:	SALIDAS = 22'b100_11101_1001100_1110_000;
			5'b00100:	SALIDAS = 22'b001_00000_0100100_1110_000;
			5'b00101:	SALIDAS = 22'b101_00001_0100100_1110_000;
			5'b00110:	SALIDAS = 22'b000_00101_0100100_1110_000;
			5'b00111:	SALIDAS = 22'b001_00000_0010010_1110_011;
			5'b01000:	SALIDAS = 22'b011_01100_0100000_1110_011;
			5'b01001:	SALIDAS = 22'b100_10011_0001111_1110_011;
			5'b01010:	SALIDAS = 22'b101_00001_0100100_1110_011;
			5'b01011:	SALIDAS = 22'b000_01010_0100100_1110_011;
			5'b01100:	SALIDAS = 22'b001_00000_0100000_1110_101;
			5'b01101:	SALIDAS = 22'b100_10000_0000000_1110_101;
			5'b01110:	SALIDAS = 22'b101_00001_0100100_1110_101;
			5'b01111:	SALIDAS = 22'b000_01110_0100100_1110_101;
			5'b10000:	SALIDAS = 22'b001_00000_0000000_1110_001;
			5'b10001:	SALIDAS = 22'b101_00001_0100100_1110_001;
			5'b10010:	SALIDAS = 22'b000_10001_0100100_1110_001;
			5'b10011:	SALIDAS = 22'b001_00000_0001111_1110_001;
			5'b10100:	SALIDAS = 22'b101_00001_0100100_1110_001;
			5'b10101:	SALIDAS = 22'b000_10100_0100100_1110_001;
			5'b10110:	SALIDAS = 22'b001_00000_0000110_1110_001;
			5'b10111:	SALIDAS = 22'b100_11010_0001100_1110_001;
			5'b11000:	SALIDAS = 22'b101_00001_0100100_1110_001;
			5'b11001:	SALIDAS = 22'b000_11000_0100100_1110_001;
			5'b11010:	SALIDAS = 22'b001_00000_0001100_1110_001;
			5'b11011:	SALIDAS = 22'b101_00001_0100100_1110_001;
			5'b11100:	SALIDAS = 22'b000_11011_0100100_1110_001;
			5'b11101:	SALIDAS = 22'b001_00000_1001100_1110_001;
			5'b11110:	SALIDAS = 22'b000_11011_1001100_1110_001;
		default:	SALIDAS = 22'b001_00000_1001111_1110_000;
		endcase
endmodule
`timescale 1ns / 1ps
module mux_6x1(ENTRADAS, SEL, SALIDA
    );
   input [0:5] ENTRADAS;
	input [2:0] SEL;
	output SALIDA;	
	assign SALIDA = ENTRADAS[SEL];
endmodule
```

## ./config.mk

```make
export PLATFORM = sky130hd
export DESIGN_NAME = FSM_UPROGRAMADA
export DESIGN_NICKNAME = FSM_UPROGRAMADA
export VERILOG_FILES = /design/flow/design.v
export SDC_FILE = /design/flow/constraint.sdc
export NUM_CORES = 4
export LEC_CHECK = 1
export CORE_UTILIZATION = 30
```

==> impl_table.tex <==
% Implementation results table
\begin{tabular}{lr}
\hline
Metric & Value \\
\hline
\multicolumn{2}{l}{\textbf{Run status}} \\
\quad Result of the run & completed \\
\multicolumn{2}{l}{\textbf{Final timing}} \\
\quad Fin. Hold Viols & 0 \\
\quad Rel. slew slack & 63.5\% \\
\quad Post-route clock skew & 4.45 ps \\
\quad Fmax & 0.502 GHz \\
\quad Count of endpoints without a timing constraint & 15 \\
\quad Count of pins over their slew limit & 0 \\
\quad Post-route clock period utilization & 35.0\% \\
\quad Register pins left without a clock & 5 \\
\quad Number of setup violations in the final report & 0 \\
\quad Min Clock Period, post-route & 1990 ps \\
\quad Worst slew pin tran & 547 ps \\
\quad Setup repair after global routing missed its margin & no \\
\quad Summed negative setup slack over all endpoints & 0 ps \\
\multicolumn{2}{l}{\textbf{Drt}} \\
\quad Avg WL per Cell & 13.0 um \\
\quad Number of diodes & 0 \\
\quad Final ANT Viol Nets & 0 \\
\quad DR DRC count & 0 \\
\quad Vias after detailed routing & 2075 \\
\quad Total wire length after detailed routing & 5150 um \\
\quad Router iterations before antenna repair & 4 \\
\quad Iteration-0 DRC Markers & 61 \\
\quad Average via count per standard cell & 5.23 \\
\multicolumn{2}{l}{\textbf{Clocking}} \\
\quad Post-cts hold-fix buffer tally & 0 \\
\quad Clk Latency, worst-skew pair & 260 ps \\
\quad Post-cts repair resize count & 0 \\
\quad Buffer cell driving the clock tree root & sky130\_fd\_sc\_hd\_\_clkbuf\_8 \\
\quad CTS buffer count & 3 \\
\quad Setup fix buffers added after clock tree synthesis & 0 \\
\quad Clock tree from TritonCTS & done \\
\quad Maximum count of clock buffers along a single path & 2 \\
\quad CTS H-Tree Depth & 1 \\
\quad Post-CTS clock slew at the launch and capture registers of the worst setup and hold paths & 80 ps \\
\multicolumn{2}{l}{\textbf{Place}} \\
\quad Tally of buffers added on design ports & 15 \\
\quad Total placed cells including tap cells & 393 \\
\quad Final weighted congestion in routability-driven placement & 0.841 \\
\quad Post-DP HPWL & 3630 um \\
\multicolumn{2}{l}{\textbf{Cells and area}} \\
\quad Storage element area & 776 sq um \\
\quad Layout fillers & 804 \\
\quad Comb area & 1570 sq um \\
\quad Post-route insts no fill & 397 \\
\quad Fraction of final layout cells sized beyond drive strength 1 & 5.42\% \\
\quad Area growth from synthesis to final layout & 10.7\% \\
\multicolumn{2}{l}{\textbf{Pwr}} \\
\quad Share of total power in the clock network & 37.3\% \\
\quad Combinational power share & 3.1\% \\
\quad Internal Pwr Total & 0.250 mW \\
\quad Fraction of power consumed by sequential logic & 59.6\% \\
\quad Power Dens Cells & 112 nW/um\^{}2 \\
\quad Leakage & 1.16 nW \\
\quad Power dissipated by switching net loads & 0.0592 mW \\
\quad Max VDD drop & 0.194 mV \\
\quad Net switching fraction of the power & 19.1\% \\
\multicolumn{2}{l}{\textbf{Die}} \\
\quad Total die area & 8700 sq um \\
\quad Placement Rows & 32 \\
\quad Top Ports & 20 \\
\quad Core utilization at floorplan & 31.7\% \\
\quad Placeable core region & 7890 sq um \\
\quad Vertical die dimension & 93.3 um \\
\quad Horizontal die size & 93.3 um \\
\multicolumn{2}{l}{\textbf{Min path}} \\
\quad Hold depth & 1 \\
\quad Worst Hold Class & register to register \\
\multicolumn{2}{l}{\textbf{Logic synthesis}} \\
\quad Most numerous cell in the Yosys netlist & sky130\_fd\_sc\_hd\_\_dfrtp\_1 \\
\quad Avg Inst Size Synth & 8.65 sq um \\
\quad Area share of the largest cell type after synthesis & 31.0\% \\
\quad Most used flip-flop cell & sky130\_fd\_sc\_hd\_\_dfrtp\_1 \\
\quad Post-synthesis sequential element count & 31 \\
\quad Cells after Synth & 289 \\
\quad Most frequent cells after synthesis & sky130\_fd\_sc\_hd\_\_dfrtp\_1 (31), sky130\_fd\_sc\_hd\_\_nor2\_1 (25), sky130\_fd\_sc\_hd\_\_nand2\_1 (16) \\
\quad Yosys stat cell total & 289 \\
\quad Unique cell type count in the Yosys netlist & 57 \\
\quad Post-Syn Area & 2500 sq um \\
\quad Share of async-settable or async-resettable flops after synthesis & 100\% \\
\quad Summed standard-cell area reported by yosys & 2500 sq um \\
\quad Share of the yosys chip area belonging to registers & 31.0\% \\
\quad Yosys warning total & 3 \\
\quad Cell taking the most area after synthesis & sky130\_fd\_sc\_hd\_\_dfrtp\_1 \\
\quad Cell types occupying the most area after synthesis & sky130\_fd\_sc\_hd\_\_dfrtp\_1 (31\%), sky130\_fd\_sc\_hd\_\_ha\_1 (6.5\%), sky130\_fd\_sc\_hd\_\_xnor2\_1 (5.3\%) \\
\quad Number of flops mapped to enable cells by yosys & 0 \\
\multicolumn{2}{l}{\textbf{GRT}} \\
\quad Via count of the first global-routing pass & 1903 \\
\quad Total routing resource utilization after global routing & 12.9\% \\
\quad Remaining global-route overflow & 0 \\
\quad Maximum number of pins on one net before global-route repair & 48 \\
\quad Antenna violations before repair & 0 \\
\quad Wire length of the first global-routing pass & 9120 um \\
\multicolumn{2}{l}{\textbf{Worst setup path}} \\
\quad Data required time of the critical path & 5860 ps \\
\quad Number of cell instances on the worst register-to-register path & 6 \\
\quad Crit path arrival time & 2150 ps \\
\quad Crit path launch type & register \\
\quad Critical path start-end classification & register to register \\
\quad Kind of capture point of the worst setup path & register \\
\quad Maximum fanout along the worst path & 9 \\
\multicolumn{2}{l}{\textbf{Job}} \\
\quad Number of maximum-capacitance constraint violations & 0 \\
\quad Total tool warning count & 34 \\
\hline
\end{tabular}
==> routing by layer <==
metal / GRT usage [%] / part of all wire [%] / up-vias
li1: - / - / 1052
met1: 20.9 / 53 / 981
met2: 20.0 / 44 / 40
met3: 1.41 / 3.1 / 2
met4: 0.385 / 0.37 / 0
met5: 0 / 0 / -
==> sequential cells by signal, indices dropped and copies added, names as in the netlist <==
register,flops
divisor_frecuecia.rfreq,1
contador.OUT,5
divisor_frecuecia.rcont,25
==> cell families (layout without fill, tap and decap cells) <==
kind of cell	Yosys count	count (layout)	synth area share [%]
simple gates	108	108	23.6
compound gates	64	64	18.0
buf+inv	34	38	6.56
flops	31	31	31.0
xor+xnor	26	26	9.11
fa+ha+maj	13	13	6.51
mux	11	11	4.91
other cells	2	4	0.301
==> worst paths after layout <==
kind | slack, ps | from | endpoint
min | 480 | divisor_frecuecia.rcont[22] | divisor_frecuecia.rcont[22]
max in group asynchronous | 4180 | rst | divisor_frecuecia.rcont[19]
min reg2reg | 480 | divisor_frecuecia.rcont[22] | divisor_frecuecia.rcont[22]
max | 3710 | divisor_frecuecia.rcont[12] | divisor_frecuecia.rcont[22]
min in group asynchronous | 1240 | rst | divisor_frecuecia.rcont[3]
max reg2reg | 3710 | divisor_frecuecia.rcont[12] | divisor_frecuecia.rcont[22]
==> worst max-delay path, stage by stage, from the launching register on <==
cell and delay (ps):
sky130_fd_sc_hd__dfrtp_1 390, sky130_fd_sc_hd__nand2_1 180, sky130_fd_sc_hd__or4_1 450, sky130_fd_sc_hd__nor3_2 440, sky130_fd_sc_hd__buf_4 250, sky130_fd_sc_hd__nand2b_1 110, sky130_fd_sc_hd__mux2i_1 60
==> metrics by stage <==
stage | setup slack, ps | area [sq um] | hold WS [ps] | utilization, % | total power [mW]
detailed placement | 3700 | 2710 | 464 | 34.4 | 0.198
floorplan | 3900 | 2510 | 439 | - | 0.195
global route | 3550 | 2770 | 527 | 35.1 | 0.321
global placement | 3740 | 2710 | 468 | 34.4 | 0.198
finish | 3710 | 2770 | 482 | 35.1 | 0.309
CTS | 3680 | 2770 | 480 | 35.1 | 0.315
==> final cells by class <==
class / count / area share (%)
timing repair buffer: 20 / 6.79
sequential: 31 / 28.1
inverter: 14 / 1.90
multi-input combinational: 226 / 56.7
tap: 102 / 4.62
clock buffer: 4 / 1.99
==> power by group through the flow <==
| stage | Sequential, mW | Combinational (mW) | Clock, mW |
|---|---|---|---|
| 6_report | 0.184 | 0.00956 | 0.115 |
| 4_1_cts | 0.184 | 0.0100 | 0.121 |
| 5_1_grt | 0.184 | 0.0114 | 0.125 |
==> placed cells by master (no fill, tap or decap), drive strengths merged, types with 3 or more instances in the layout <==
master | Yosys | routed
a211oi | 11 | 11
nor2 | 25 | 25
o211ai | 4 | 4
clkdlybuf4s50 | 0 | 15
nand3 | 12 | 12
clkbuf | 6 | 4
ha | 13 | 13
inv | 13 | 13
mux2i | 10 | 10
buf | 14 | 5
dfrtp | 31 | 31
nand2 | 16 | 16
conb | 2 | 4
xnor2 | 15 | 15
and4 | 3 | 3
a221oi | 3 | 3
a21oi | 13 | 13
nor4 | 4 | 4
nor3 | 16 | 16
xor2 | 11 | 11
o21ai | 13 | 13
and4b | 3 | 3
o21a | 3 | 3
nand4 | 9 | 9
nand2b | 4 | 4
and3 | 5 | 5
No activity file was given, so power comes from the tool's default toggle rates.
